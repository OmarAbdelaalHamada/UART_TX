==> design/flow/design.v <==
module FSM(
    input clk,
    input rst_n,
    input PAR_EN,
    input ser_done,
    input data_valid,
    output reg ser_en,
    output reg [1:0] mux_sel,
    output busy
);
localparam IDLE   = 2'b00;
localparam START  = 2'b01;
localparam DATA   = 2'b11;
localparam PARITY = 2'b10;
reg [1:0] current_state, next_state, delayed_current_state;
always @(posedge clk or negedge rst_n) begin
    if (!rst_n) begin
        delayed_current_state <= IDLE;
    end else begin
        delayed_current_state <= current_state;  
    end
end
assign busy = ((current_state | delayed_current_state) != IDLE);  
always @(posedge clk or negedge rst_n) begin
    if (!rst_n) begin
        current_state <= IDLE;
    end else begin
        current_state <= next_state;
    end
end
always @(*) begin
    case (current_state)
        IDLE: begin
            if (data_valid) begin
                next_state = START;
            end 
            else begin
                next_state = IDLE;
            end
        end
        START: begin
            next_state = DATA;  
        end
        DATA: begin
            if (ser_done) begin
                if (PAR_EN) begin
                    next_state = PARITY;  
                end 
                else begin
                    next_state = IDLE;  
                end
            end 
            else begin
                next_state = DATA;  
            end
        end
        PARITY: begin
            next_state = IDLE;  
        end
        default: begin
            next_state = IDLE;  
        end
    endcase
end
always @(*) begin
    case (current_state)
        IDLE: begin
            if (PAR_EN) begin
                ser_en = 1'b0;  
                mux_sel = 2'b11;  
            end 
            else begin
                ser_en = 1'b0;  
                mux_sel = 2'b10;  
            end
        end
        START: begin
            ser_en = 1'b1;  
            mux_sel = 2'b00;  
        end
        DATA: begin
            ser_en = 1'b1;  
            mux_sel = 2'b01;  
        end
        PARITY: begin
            ser_en = 1'b0;  
            mux_sel = 2'b10;  
        end
        default: begin
            if (PAR_EN) begin
                    ser_en = 1'b0; 
                    mux_sel = 2'b11;  
                end 
                else begin
                    ser_en = 1'b0;  
                    mux_sel = 2'b10;  
                end
        end
    endcase
end
endmodule
module MUX(
    input ser_data,
    input par_bit,
    input PAR_EN,
    input [1:0] mux_sel,
    output reg TX_out
);
always @(*) begin
    TX_out = 1'b1;  
    case(mux_sel)
        2'b00: TX_out = 1'b0;  
        2'b01: TX_out = ser_data;   
        2'b10: TX_out = par_bit;    
        2'b11: TX_out = 1'b1;   
        default: TX_out = 1'b1;      
    endcase
end
endmodule
module UART_TX(
    input clk,
    input rst_n,
    input PAR_EN,
    input data_valid,
    input [7:0] P_DATA,
    input PAR_TYP,
    output TX_out,
    output busy
);
    wire ser_data;
    wire ser_done;
    wire [1:0] mux_sel;
    wire parity_bit;
    wire ser_en;
    FSM fsm_inst(
        .clk(clk),
        .rst_n(rst_n),
        .PAR_EN(PAR_EN),
        .ser_done(ser_done),
        .data_valid(data_valid),
        .ser_en(ser_en),
        .mux_sel(mux_sel),
        .busy(busy)
    );
    parity_calc parity_calc_inst(
        .data_in(P_DATA),
        .PAR_TYP(PAR_TYP),
        .data_valid(data_valid),
        .parity_bit(parity_bit)
    );
    serializer serializer_inst( 
        .clk(clk),
        .rst_n(rst_n),
        .ser_en(ser_en),
        .data_in(P_DATA),
        .ser_data(ser_data),
        .ser_done(ser_done)
    );
    MUX mux_inst(
        .ser_data(ser_data),
        .par_bit(parity_bit),
        .PAR_EN(PAR_EN),
        .mux_sel(mux_sel),
        .TX_out(TX_out)
    );
endmodule
module parity_calc(
    input [7:0] data_in,
    input PAR_TYP,
    input data_valid,
    output reg parity_bit
);
always @(*) begin
    if(PAR_TYP == 0) begin 
            parity_bit = ^data_in;  
    end
    else begin 
            parity_bit = ~^data_in;  
    end
end
endmodule
module serializer(
    input clk,
    input rst_n,
    input [7:0] data_in,
    input ser_en,
    output reg ser_done,
    output reg ser_data
);
reg [3:0] bit_count;  
reg [7:0] shift_reg;  
always @(posedge clk or negedge rst_n) begin
    if (!rst_n) begin
        ser_done <= 1'b0;
        ser_data <= 1'b0;
        bit_count <= 4'h0;
        shift_reg <= 8'h00;  
    end 
    else begin
        shift_reg <= data_in;  
        ser_done <= 1'b0;  
        if (ser_en) begin
            if (bit_count < 7) begin
                ser_data <= shift_reg[bit_count];  
                bit_count <= bit_count + 1;
            end 
            else if (bit_count == 7) begin
                ser_data <= shift_reg[bit_count];
                ser_done <= 1'b1;  
                bit_count <= 0;  
            end
            else begin
                ser_done <= 1'b1;  
                bit_count <= 0;  
            end
        end
        else begin
            ser_data <= 1'b0;  
            bit_count <= 0;  
        end
    end
end 
endmodule
==> design/flow/run.sh <==
#!/bin/bash
# OpenROAD 26Q1-2900-gdf79404cd8, Yosys 0.63+post, stock flow scripts
make -C /OpenROAD-flow-scripts/flow DESIGN_CONFIG=/design/flow/config.mk WORK_HOME=/design/flow/orfs finish
==> design/flow/config.mk <==
export PLATFORM = sky130hd
export DESIGN_NAME = UART_TX
export DESIGN_NICKNAME = UART_TX
export VERILOG_FILES = /design/flow/design.v
export SDC_FILE = /design/flow/constraint.sdc
export NUM_CORES = 4
export LEC_CHECK = 1
export CORE_AREA = 10 10 93 93
export DIE_AREA = 0 0 103 103
==> design/flow/constraint.sdc <==
current_design UART_TX

set clk_period 2.6
set clk_io_pct 0.2

create_clock -name clk0 -period $clk_period [get_ports {clk}]

set non_clock_inputs [all_inputs -no_clocks]
set_input_delay [expr $clk_period * $clk_io_pct] -clock clk0 $non_clock_inputs
set_output_delay [expr $clk_period * $clk_io_pct] -clock clk0 [all_outputs]
==> flow_summary.ini <==
; generated from flow reports
[setup_path]
r2r_slack_ns = 1.24
crit_path_end_kind = primary output
reg2reg_from = serializer_inst.bit_count[2]
path_max_fanout = 2
cp_slowest_stage_delay_ns = 0.52
worstPathArrival_ns = 1.96
cp_cell_sequence = clkdlybuf4s50_1 > xnor2_2 > xnor3_1 > xnor2_2 > a31oi_1 > dlygate4sd2_1
rr_endpoint = serializer_inst.ser_data
cp_slowest_cell = clkdlybuf4s50_1
worst_path_most_repeated_cell = xnor2_2
crit_buf_inv = 2
reg2regPathDepth = 3
startpoint_type = input port
crit_family = buffers and inverters
crit_required_ns = 2.08
path_class = in2out

[synth]
top_area_frac = 0.6143
ys_types = 21
ys_cells = 54
netlist_area_um2 = 733.2
synthCells = 54
ys_seq_frac = 0.6143
ys_warn_count = 4
syn_area_per_cell_um2 = 13.58
yosysChipArea_um2 = 733.2
yosysTopAreaCell = dfrtp_1
numSynthFlops = 18
synthTopCellsByArea = dfrtp_1 (61%), xnor2_1 (6.0%), mux2i_1 (5.5%)

[layout]
largest_register_ffs = 8
drive_gt1_frac = 0.1268
area_growth_pct = 41.98
final-instance-count-excl-fill = 151
utilization = 0.1541
design_area_um2 = 1041
fill_cells = 751

[placed_design]
place_hpwl_um = 979.9
gp_congestion = 0.7328
dp.cells = 147
portBuffers = 14
place_area_um2 = 962.2

[grt]
grt_max_degree = 19
track_usage = 0.02270
overflow = 0
grt_pass1_vias = 445
antenna_found_initial = 0
grt_pass1_wl_um = 1945

[clock_tree]
cts-root-buf = clkbuf_8
postCtsSetupBuffers = 0
clockBufferDepth = 2
cts.sinks = 18
clock.latency.late_pin_ns = 0.25
h-tree-depth = 1
cts_buffers = 3
cts_tree = done
cts.clk_slew.worst_paths_ns = 0.06

[floorplanning]
fp.dieH_um = 103
chipWidth_um = 103
coreArea_um2 = 6756
fp-row-count = 30
fp_util = 0.1085
die_area_um2 = 10610
ioPinCount = 15

[detailed_routing]
drtPass1Iterations = 4
viasPerCell = 2.974
drtIter0Drc = 22
post_drt_wl_per_cell_um = 8.152
vias = 449
antenna_left = 0
drt-total-wl_um = 1231
drc_errors = 0
antenna_cells = 0

[worst_hold_path]
worstHoldStart = serializer_inst.ser_done
holdCritPathClass = reg2reg
worstHoldEndpoint = fsm_inst.current_state[1]
hold_path_depth = 1

[sta]
hold_viol = 0
period_needed_ns = 2.481
slew_viol_final = 0
grt_setup_unrepaired = no
max_slew_margin = 0.4915
tightest_slew_ns = 0.7604
finClkSkew_ns = 0.0007205
timing.final.crit_share = 0.9541
setup_viol = 0
fmax_mhz = 403.1

[run]
log.warning_count = 25
max_cap_viol_count = 0

[run_status]
status = complete, no violations

[power]
powerDensity_nw_per_um2 = 849.5
cellLeakagePower_nw = 0.4420
irDropWorstVdd_mv = 0.4126
[repair_timing]
action,4_1_cts,5_1_grt
resized,3,5
pin swaps,4,2
setup endpoints to repair,1,1
hold buffers,0,0
[where the power goes]
part           internal [W]  switching (W)  total [W]  leakage (nW)
clock              0.000134      0.0000862   0.000220        0.0288
sequential         0.000349      0.0000663   0.000416         0.210
combinational      0.000150      0.0000983   0.000248         0.203
total              0.000634       0.000251   0.000884         0.442
[through the flow]
stage / TNS, ns / hold slack (ns) / power, W / worst slack [ns]
floorplan: 0 / 0.2244 / 0.0005958 / 0.7913
global placement: -0.3458 / 0.4438 / 0.0006782 / -0.3458
detailed placement: -0.3376 / 0.4472 / 0.0006810 / -0.3376
CTS: 0 / 0.4562 / 0.0008930 / 0.004631
global route: 0 / 0.4695 / 0.0009484 / 0.01165
finish: 0 / 0.4592 / 0.0008844 / 0.1194
[cells in the final DEF, fill, tap and decap left out, types with 2 or more instances in the layout]
cell             instances
a21oi_1                  3
dlygate4sd2_1            3
nor2_1                   4
a31oi_1                  2
xnor2_2                  2
mux2i_1                  4
clkbuf_8                 4
dfrtp_1                 18
inv_1                    3
clkdlybuf4s50_1          9
dlymetal6s2s_1           2
xnor2_1                  3
[synthesized netlist by cell type (all sizes together)]
cell type,n
a21oi,4
a31oi,2
and2,1
buf,1
dfrtp,18
ha,1
inv,3
mux2i,4
mux4,1
nand2,1
nand2b,1
nand4b,1
nor2,4
nor2b,1
o21ai,1
o22ai,1
or4,1
xnor2,5
xnor3,1
xor2,2
[layer usage]
metal  part of all wire  GRT usage  routed length (µm)  up-vias
met5                  0          0                   0        -
met4              0.011   0.003209                  14        0
met3              0.059    0.01016                  73        2
met2               0.43    0.03413                 528       15
met1               0.50    0.03013                 615      216
li1                   -          -                   -      216
[cells by family (layout without fill, tap and decap cells)]
logic type      Yosys count  after routing  share of synthesized area
xor+xnor                  8              8                     0.1143
buf+inv                   4             21                    0.03071
flops                    18             18                     0.6143
mux                       5              5                    0.08532
fa+ha+maj                 1              1                    0.01706
simple gates             10             10                    0.07339
compound gates            8              8                    0.06484
[worst max path at each step]
stage | startpoint | endpoint | slack, ns | cells past startpoint
after CTS | P_DATA[6] | TX_out | 0.005 | 6
after global routing | P_DATA[7] | TX_out | 0.01 | 6
final | P_DATA[6] | TX_out | 0.12 | 6
[worst register-to-register path, cell delays in order, from the launching register on]
cell and delay, ns:
dfrtp_1 0.54, mux2i_1 0.12, mux4_2 0.49, a21oi_2 0.14
[layout make-up]
cell class	count	area [µm²]	area share
Multi-Input combinational cell	32	282.8	0.2716
Sequential cell	18	450.4	0.4327
Tap cell	80	100.1	0.09615
Clock buffer	4	55.05	0.05288
Inverter	3	11.26	0.01082
Timing Repair Buffer	14	141.4	0.1358
Power and IR drop assume default switching activity.
